==> ./design.v <==
module regfile #(
  parameter int NREG = 16
) (
  input  logic        clk,
  input  logic        rst_n,
  input  logic        wr_en,
  input  logic [3:0]  wr_idx,
  input  logic [31:0] wr_data,
  input  logic [3:0]  wr_strb,
  input  logic [3:0]  rd_idx,
  output logic [31:0] rd_data
);
  logic [31:0] regs [NREG];
  always_comb begin
    rd_data = regs[rd_idx];
  end
  always_ff @(posedge clk or negedge rst_n) begin
    if (!rst_n) begin
      for (int i = 0; i < NREG; i++) regs[i] <= '0;
    end else if (wr_en) begin
      logic [31:0] cur;
      cur = regs[wr_idx];
      if (wr_strb[0]) cur[7:0]   = wr_data[7:0];
      if (wr_strb[1]) cur[15:8]  = wr_data[15:8];
      if (wr_strb[2]) cur[23:16] = wr_data[23:16];
      if (wr_strb[3]) cur[31:24] = wr_data[31:24];
      regs[wr_idx] <= cur;
    end
  end
endmodule
==> ./run.sh <==
#!/bin/bash
# OpenROAD 26Q1-2900-gdf79404cd8, Yosys 0.63+post, stock flow scripts
make -C /OpenROAD-flow-scripts/flow DESIGN_CONFIG=/design/flow/config.mk WORK_HOME=/design/flow/orfs finish
==> ./config.mk <==
export PLATFORM = sky130hd
export DESIGN_NAME = regfile
export DESIGN_NICKNAME = regfile
export VERILOG_FILES = /design/flow/design.v
export SDC_FILE = /design/flow/constraint.sdc
export NUM_CORES = 4
export LEC_CHECK = 1
export CORE_UTILIZATION = 50
==> ./constraint.sdc <==
current_design regfile

set clk_period 6.7
set clk_io_pct 0.2

create_clock -name clk0 -period $clk_period [get_ports {clk}]

set non_clock_inputs [all_inputs -no_clocks]
set_input_delay [expr $clk_period * $clk_io_pct] -clock clk0 $non_clock_inputs
set_output_delay [expr $clk_period * $clk_io_pct] -clock clk0 [all_outputs]
==> results.txt <==
yosys + openroad results -> status complete, no violations, FP Core Util 50.59%, initial antenna violation count 5, CP max stage cell nor2_1, CTS tree done, synthesized cell area 28470 um^2, worst endpoint required time 5.36 ns, CTS max path bufs 3, latest clock arrival within the worst-skew pair 0.65 ns, Post-DP Area 30020 um^2, CP Max Fanout 28, synth cell count leaders dfrtp_1, mux2_2, a22oi_1, htree depth 2, layout cells sized above 1 29.00%, Seq share, synth 45.00%, yosys stat area 28470 um^2, f_max 161.1 MHz, pwr/cell area 318.1 nW/um^2, Top Ports 79, CP arrival 4.87 ns, HP Class flop to flop, Die Area 57900 um^2, tool warnings 37, WL/cell 37.01 um, GP Congestion 1.021, 1st-iter DRT viols 2740, largest cells by area after synthesis dfrtp_1, mux2_2, a22oi_1, chip height 240.6 um, vias in the first global route 24.02k, switching power share of the total 31.93%, Syn Area/Cell 11.19 um^2, slew margin rel. 16.29%, Detailed Routing Iterations Pass 1 10, Detailed Place HPWL 76370 um, Yosys warning count 2, Slew @ Worst Pin 1.251 ns, Cells after DPL 3248, clock power share 32.2%, Biggest register regs, Core Region 56280 um^2, P_sw 3.244 mW, proportion of netlist area held by the largest area contributor 45.00%, Max VDD drop 244.7 uV, yosys cell count 2544, Post-synth regs 512, Chip Width 240.6 um, detailed-route via count 24.54k, DRC 0, largest net degree at the start of global routing 120, unique cell type count in the Yosys netlist 77, CP Launch Type input port, crit end category output port, max reg flops 512, row cnt 87, Worst path max stage delay 1.16 ns, CTS Sinks 512, Slew Limit Fails 0, Setup TNS Final 0 ns, final setup vio count 0, Comb pwr share 22.2%, Fin. Hold Viols 0, cycle use final 92.64%, RSZ-0062 raised after global routing no, Reg clk slew, reported paths 0.06 ns, crit path time final 6.207 ns, critical path class input port to output port, Leakage 13.31 nW, crit path cell chain buf_4 > clkinv_1 > nor2_1 > buf_4 > a222oi_1 > a21oi_1 > o32a_1 > clkdlybuf4s50_1, Place WS 0.8463 ns, FFs w/ async S/R, synth 100.0%, flip-flops with a built-in enable 0, number of hold buffers added after CTS 0, area grow syn2layout 12.18%, Setup Buffers After CTS 0, main flop type dfrtp_1, Routed WL 124200 um, post_cts resized 0, Buf+Inv Stages, Crit Path 4, Yosys top cell by area dfrtp_1, clk_skew 0.01552 ns, Yosys top cell by instances dfrtp_1, GRT Total Usage 45.47%, PortBufs 78, CTS root buf clkbuf_16, Reg power frac 45.6%, post-route ant nets 0, global route overflow 0, cts bufs inserted 57, CP top delay family buffers and inverters, global-route wire length before repair 176600 um, gate count after technology mapping 2544, post-route insts no fill 3355, top flop regs regs: 512 flops, most frequent cell on the critical path buf_4, hold_ws 0.5159 ns, Max-cap violations 0, final worst slack 0.4929 ns, Internal Power 6.917 mW, design area 31940 um^2, DR vias/cell 7.315
==> cell usage in the layout (no fill, tap or decap), drive strengths merged, types with 26 or more instances in the layout <==
master	count
dfrtp	512
mux2	441
a22oi	177
nor2	160
buf	136
a31oi	112
nand2	103
mux2i	100
o21ai	82
clkbuf	79
a22o	71
clkdlybuf4s50	70
o22a	62
nor2b	50
o22ai	43
a221oi	41
a21oi	37
nand2b	37
o31ai	27
a211oi	26
==> worst reg2reg max path, cell delays in order, from the launching register on <==
cell and delay, ns:
dfrtp_1 0.42, mux2_2 0.29, a32oi_1 0.15, mux2i_1 0.13, o41ai_4 0.82, a31oi_1 0.18
==> area by class of cell <==
cell class | instances | area [um^2]
Clock buffer | 79 | 1642
Tap cell | 756 | 945.9
Inverter | 15 | 56.30
Antenna cell | 6 | 15.01
Sequential cell | 512 | 12810
Fill cell | 4631 | 24340
Clock inverter | 22 | 264.0
Timing Repair Buffer | 206 | 1812
Multi-Input combinational cell | 1759 | 14390
==> layer usage <==
metal | track usage [%] | up-vias | share of wire [%]
met2 | 60.35 | 1917 | 41
met4 | 23.01 | 10 | 6.7
met5 | 0.6734 | - | 0.10
met3 | 22.93 | 515 | 15
met1 | 62.72 | 12310 | 37
li1 | - | 9793 | -
==> per-stage QoR <==
stage / util (%) / power [mW]
finish: 56.75 / 10.16
global route: 56.73 / 10.53
CTS: 56.72 / 10.09
detailed placement: 53.34 / 6.837
global placement: 53.34 / 6.796
floorplan: - / 5.913
==> worst paths after layout <==
check	startpoint	to	slack, ns	cells after the start
min in group asynchronous	rst_n	regs[15][15]	0.65	1
hold / removal	regs[2][23]	regs[2][23]	0.52	1
setup / recovery	rd_idx[3]	rd_data[2]	0.49	8
setup reg to reg	regs[12][25]	regs[5][25]	4.56	5
hold reg to reg	regs[2][23]	regs[2][23]	0.52	1
max in group asynchronous	rst_n	regs[3][25]	4.84	2
==> power by group through the flow <==
stage	Clock [mW]	Combinational [mW]	Sequential, mW
after CTS	3.29	2.20	4.60
after global routing	3.40	2.41	4.72
final	3.27	2.26	4.64
==> cell families (layout without fill, tap and decap cells) <==
group / count (synthesis) / count (layout) / synth area share (%)
flops: 512 / 512 / 45.00
other cells: 0 / 6 / 0
buf+inv: 273 / 322 / 5.027
compound gates: 788 / 788 / 21.29
simple gates: 424 / 424 / 7.251
mux: 547 / 547 / 21.43
Power figures rest on the tool's default switching activity, not on a simulated workload.
